==> /design/flow/design.v <==
`timescale 1ns / 1ps
module instruction_memory (
    input [9:0] address,              
    output reg [15:0] instruction     
);
    reg [15:0] memory [0:1023];
    initial begin
        memory[0] = 16'b001_011_000_0000011;   
        memory[1] = 16'b100_000_011_0000000;   
        memory[2] = 16'b001_001_000_0000100;   
        memory[3] = 16'b000_000_001_0000_011;  
        memory[4] = 16'b011_000_011_0000010;   
        memory[5] = 16'b010_100_001_0000010;   
        memory[6] = 16'b010_001_011_0000001;   
        memory[7] = 16'b001_110_101_1111110;   
        memory[8] = 16'b010_111_110_1111111;   
        memory[9] = 16'b101_100_1111111111;    
        memory[10] = 16'b101_101_0000000001;   
        memory[11] = 16'b110_000_000_1111111;  
        memory[12] = 16'b110_001_000_0000001;  
        memory[13] = 16'b111_010_000_1111111;  
        memory[14] = 16'b111_011_000_0000001;  
    end
    always @(*) begin
        instruction = memory[address];
    end
endmodule
module register_file(
    input clk,                       
    input reset,                     
    input [2:0] read_addr1,          
    input [2:0] read_addr2,          
    input [2:0] write_addr,          
    input [15:0] write_data,         
    input write_enable,              
    output reg [15:0] read_data1,    
    output reg [15:0] read_data2     
);
    reg [15:0] reg_file [7:0];
    initial begin
        reg_file[0] = 16'b0;
        reg_file[1] = 16'b0;
        reg_file[2] = 16'b0;
        reg_file[3] = 16'b0;
        reg_file[4] = 16'b0;
        reg_file[5] = 16'b0;
        reg_file[6] = 16'b0;
        reg_file[7] = 16'b0;
    end
    always @(*) begin
        read_data1 = reg_file[read_addr1];  
        read_data2 = reg_file[read_addr2];  
    end
    always @(posedge clk or posedge reset) begin
        if (reset) begin
            reg_file[0] <= 16'b0;
            reg_file[1] <= 16'b0;
            reg_file[2] <= 16'b0;
            reg_file[3] <= 16'b0;
            reg_file[4] <= 16'b0;
            reg_file[5] <= 16'b0;
            reg_file[6] <= 16'b0;
            reg_file[7] <= 16'b0;
        end
        else if (write_enable) begin
            reg_file[write_addr] <= write_data;
        end
    end
endmodule
module alu (
    input signed [15:0] a,               
    input signed [15:0] b,               
    input [2:0] opcode,                  
    output reg signed [15:0] result,     
    output reg zero                      
);
    always @(*) begin
        case (opcode)
            3'b000: result = a + b;      
            3'b001: result = a + b;      
            3'b010: result = a - b;      
            default: result = 16'b0;
        endcase
        zero = (result == 16'b0);        
    end
endmodule
module program_counter (
    input clk,                       
    input reset,                     
    input [9:0] next_pc,             
    output reg [9:0] pc              
);
    always @(posedge clk or posedge reset) begin
        if (reset) begin
            pc <= 10'b0;             
        end else begin
            pc <= next_pc;           
        end
    end
endmodule
module data_memory (
    input clk,                       
    input [15:0] address,            
    input [15:0] write_data,         
    input mem_write,                 
    output reg [15:0] read_data      
);
    reg [15:0] memory [0:1023];
    always @(*) begin
        read_data = memory[address];
    end
    always @(posedge clk) begin
        if (mem_write) begin
            memory[address] <= write_data;
        end
    end
endmodule
module processor (
    input clk,
    input reset,
    output [9:0] pc
);
    wire [15:0] instruction;
    wire [2:0] reg_b, reg_c, reg_a;
    wire [6:0] imm;
    wire [9:0] imm10;
    wire [15:0] reg_b_data, reg_c_data, reg_a_data, write_data, read_data;
    wire [2:0] opcode;
    wire write_enable;
    wire [15:0] alu_result;
    wire zero;
    wire [9:0] branch_address;
    wire branch_enable;
    wire mem_write;
    wire mem_read;
    wire [15:0] mem_address, mem_data, mem_read_data;
    reg [9:0] next_pc;
    instruction_memory imem (
        .address(pc),
        .instruction(instruction)
    );
    register_file regfile (
        .clk(clk),
        .reset(reset),
        .read_addr1(reg_b),
        .read_addr2((opcode == 3'b011 || opcode == 3'b110) ? reg_a : reg_c),
        .write_addr(reg_a),
        .write_data(write_data),
        .write_enable(write_enable),
        .read_data1(reg_b_data),
        .read_data2(read_data)
    );
    alu alu_inst (
        .a(reg_b_data),
        .b((opcode == 3'b001 || opcode == 3'b010) ? {{9{imm[6]}}, imm} : reg_c_data),
        .opcode(opcode),
        .result(alu_result),
        .zero(zero)
    );
    data_memory dmem (
        .clk(clk),
        .address(mem_address),
        .write_data(mem_data),
        .mem_write(mem_write),
        .read_data(mem_read_data)
    );
    program_counter pc_inst (
        .clk(clk),
        .reset(reset),
        .next_pc(next_pc),
        .pc(pc)
    );
    assign opcode = instruction[15:13];
    assign reg_a = instruction[12:10];
    assign reg_b = instruction[9:7];
    assign reg_c = instruction[2:0];
    assign imm = instruction[6:0];
    assign imm10 = instruction[9:0];
    assign write_enable = (opcode != 3'b110 && opcode != 3'b011);  
    assign write_data = (opcode == 3'b100) ? pc :                  
                        (opcode == 3'b101) ? {imm10, 6'b0} :       
                        (opcode == 3'b111) ? mem_read_data :       
                        alu_result;                                
    assign reg_a_data = (opcode == 3'b110 || opcode == 3'b011) ? read_data : 16'bz;
    assign reg_c_data = (opcode != 3'b110 && opcode != 3'b011) ? read_data : 16'bz;
    assign mem_write = (opcode == 3'b110);                         
    assign mem_read = (opcode == 3'b111);                          
    assign mem_address = reg_b_data + {{9{imm[6]}}, imm};          
    assign mem_data = reg_a_data;                                  
    always @(*) begin
        case (opcode)
            3'b100: next_pc = reg_b_data;                          
            3'b011: next_pc = (reg_b_data == reg_a_data)           
                            ? pc + {{3{imm[6]}}, imm} 
                            : pc + 1;                                    
            default: 
                next_pc = pc + 1;
        endcase
    end
endmodule
==> /design/flow/run.sh <==
#!/bin/bash
# OpenROAD 26Q1-2900-gdf79404cd8, Yosys 0.63+post, stock flow scripts
make -C /OpenROAD-flow-scripts/flow DESIGN_CONFIG=/design/flow/config.mk WORK_HOME=/design/flow/orfs finish
==> /design/flow/config.mk <==
export PLATFORM = sky130hd
export DESIGN_NAME = processor
export DESIGN_NICKNAME = processor
export VERILOG_FILES = /design/flow/design.v
export SDC_FILE = /design/flow/constraint.sdc
export NUM_CORES = 4
export LEC_CHECK = 1
export CORE_UTILIZATION = 50
export SYNTH_MEMORY_MAX_BITS = 65536
==> /design/flow/constraint.sdc <==
current_design processor

set clk_period 132.2
set clk_io_pct 0.2

create_clock -name clk0 -period $clk_period [get_ports {clk}]

set non_clock_inputs [all_inputs -no_clocks]
set_input_delay [expr $clk_period * $clk_io_pct] -clock clk0 $non_clock_inputs
set_output_delay [expr $clk_period * $clk_io_pct] -clock clk0 [all_outputs]
==> results.txt <==
Physical implementation.

- The via count of the first global-routing pass is 350671.
- The post-route clock skew is 0.0929 ns.
- Of the total power, combinational logic draws 0.
- The synthesis run shows the most used standard cells to be sky130_fd_sc_hd__edfxtp_1, sky130_fd_sc_hd__mux4_2, sky130_fd_sc_hd__nor2_1.
- The transition at the pin with the smallest max-transition slack is 1.46 ns.
- The multi-input combinational cells in the finished layout cover a total of 132000 sq um.
- The final layout reports a setup TNS of 0 ns.
- TritonCTS built the clock tree.
- The placed instances occupy a cell area of 669000 sq um.
- The buffer-and-inverter tally for the worst setup path is 1.
- The synthesis report lists the most area-consuming cells as sky130_fd_sc_hd__edfxtp_1, sky130_fd_sc_hd__mux4_2, sky130_fd_sc_hd__nor2_1, sky130_fd_sc_hd__nand2_1, sky130_fd_sc_hd__o22ai_1.
- Yosys stat counts 29282 cells in the synthesized netlist.
- The area of the core is 1270000 sq um.
- The slowest stage cell on the critical path is sky130_fd_sc_hd__dfrtp_1.
- The number of clock buffers added by TritonCTS is 1733.
- The core utilization at floorplan is 0.502.
- The per-cell via count in the routed design is 6.38.
- The number of gates given a new drive strength after cts is 0.
- Of the total power, the clock network draws 0.451.
- The average detailed-routed wire length per instance is 38.9 um.
- The post-cts hold buffer count is 0.
- The setup path with the least slack is of type flip-flop to output port.
- In this run the most critical hold path is launched from regfile.reg_file[4][4].
- The post-synthesis area per instance is 21.7 sq um.
- For this run, the share of the core covered by cells in the final layout is 0.571.
- Entering global routing, the biggest net connects 120 pins.
- Data on the critical path is required at its endpoint by 105.76 ns.
- Once iteration 0 of detailed routing completed, the report listed 23875 DRC markers.
- For reference, the clock transition at the flip-flops on the worst setup and hold paths is 0.06 ns.
- The area added between synthesis and finish is 13.9%.
- Across all checked pins, the minimum headroom to the slew limit is 0.0256.
- The number of core rows is 413.
- The number of buffers on the longest clock path is 6.
- The dominant delay contributor by cell family on the critical path is flip-flops.
- The flop-to-flop setup slack is 118.29 ns.
- The final hold violation count is 0.
- The largest voltage drop on the vdd net is 0.0137 mV.
- Global routing finished with a remaining overflow of 0.
- Across all layers, the routed design uses 320597 vias.
- The count of different cell masters after synthesis is 112.
- On the critical path the data arrives at 2.64 ns.
- The max-cap violation count is 0.
- The hold-critical path endpoint is regfile.reg_file[4][4].
- Before any placement, the netlist area is recorded as 635000 sq um.
- The I/O pin total is 12.
- Per the OpenROAD floorplan log, the width of the die is 1130 um.
- In the log, the iteration count for the first detailed-route pass is 24.
- The xor and xnor area share after synthesis is 0.000946.
- The number of cells on the worst hold path is 2.
- The first-pass GRT wire length is 2710000 um.
- For this run, the leading register cell type out of synthesis is sky130_fd_sc_hd__edfxtp_1.
- The area share of fa/ha/maj cells after synthesis is 0.000942.
- Measured against the total synthesized area, the mux share comes to 0.152.
- The dominant kind of combinational cell is multiplexers.
- The final critical-path required period is 29.08 ns.
- Summing internal, switching and leakage power gives 0.0103 W.
- Of the total synthesized cell area, the portion taken by AND, OR, NAND and NOR gates is 0.0246.
- The buffer cell driving the clock tree root is sky130_fd_sc_hd__clkbuf_16.
- The most common cell in the netlist is sky130_fd_sc_hd__edfxtp_1.
- The flow ran to the end, and the final reports show no timing, DRC or antenna violations.
- Per the post-route antenna check, the number of violating nets is 0.
- The path category of the worst min-delay check is flip-flop to flip-flop.
- The net switching fraction of the power is 0.191.
- Before CTS, the worst setup slack after placement is 104.16 ns.
- The stage delay of the slowest cell on the critical path is 0.66 ns.
- The critical path maximum fanout is 14.
- After its last routability iteration, the placer logged a weighted congestion of 0.926.
- The post-detailed-routing wire length is 1950000 um.
- The area taken by sequential standard cells is reported as 495000 sq um.
- The final max-slew violation count recorded for this run is 0.
- The fill cell total of the finished layout is 89689.
- The worst register-to-register path begins at pc_inst.pc[1].
- The worst-case setup margin in the final layout is 103.12 ns.
- The biggest area contributor in the post-synthesis netlist is sky130_fd_sc_hd__edfxtp_1.
- The sum of net half-perimeters after detailed placement is 1210000 um.
- The leakage power is 212 nW.
- The total of endpoints with negative setup slack in the final report is 0.
- The total number of H-tree levels is 7.
- The total of flip-flops plus latches after synthesis is 16522.
- The share of synthesized cell area in and-or and or-and compound cells is 0.0280.
- The number of synthesized flops with an enable pin is 16384.
- Looking at the reg2reg group, the worst path ends at regfile.reg_file[1][14].
- The upper clock frequency limit is 34.4 MHz.
- The total DRC errors in the routed layout is 0.
- Of the available clock period, the critical path in the final layout requires 0.220.
- The die covers 1270000 sq um.
- For this run, the chip area from Yosys synthesis comes to 635000 sq um.
- The internal power is 0.00835 W.
- The script extracted a net switching power of 0.00197 W.
- Listed in order, past its start point the critical path passes clkdlybuf4s50_1.
- As logged by OpenROAD, the buffers inserted on ports number 11.
- The finished cells cover 723000 sq um.
- The y dimension of the die is 1130 um.
- The number of sinks on the clock net is 16522.
- Setup repair after global routing left no endpoint under its margin.
- The buffer count from post-CTS setup fixing is 0.
- The part of the total power dissipated in sequential elements is 0.549.
- The kind of start point of the critical path is a flip-flop.
- The later pin in the worst-skew pair is clocked with a latency of 1.39 ns.
- The count of warnings emitted by yosys is 9.
- The share of the synthesized area in the top cell type is 0.775.
- Synthesis produced a netlist whose cell count is 29282.
- The total track usage is 0.351.
- The ratio of total power to cell area is 14.3 nW/um^2.
- The portion of the post-synthesis area used by sequential elements is 0.780.
- The worst setup path is captured at an output port.
- Counting flops with an async set or reset pin after synthesis yields a share of 0.00835.
- The cell depth of the worst flop-to-flop path is 30.
- The initial antenna violation count is 202.
- Warnings raised by the tools during the run amount to 84.
- The layout summary lists the proportion of cells stronger than drive strength 1 as 0.282.
==> layout by cell type (no fill, tap or decap), drive strengths merged, types with 46 or more instances in the layout <==
cell type / instances
inv: 65
o21ai: 324
nor2: 1549
dfrtp: 138
clkbuf: 2109
a32o: 73
bufinv: 137
o211ai: 47
o311ai: 46
mux4: 4097
o31ai: 48
nand4: 118
nor4: 151
a221oi: 103
a32oi: 89
nor3: 146
clkinv: 752
a311oi: 78
nand3: 258
mux2i: 328
buf: 2531
diode: 380
nand2: 1347
edfxtp: 16384
a31oi: 127
o221ai: 148
clkinvlp: 52
mux2: 80
a21oi: 340
o22ai: 662
a22oi: 164
a2111oi: 51
==> through the flow <==
stage	cells	hold WS (ns)
global placement	46787	0.469
detailed placement	46788	0.469
finish	50240	0.487
global route	50007	0.520
CTS	49859	0.484
floorplan	29282	0.445
==> routing by layer <==
metal | part of all wire | global-route usage
met1 | 0.28 | 0.404
met2 | 0.45 | 0.461
met3 | 0.22 | 0.325
met4 | 0.052 | 0.142
met5 | 0.0063 | 0.0807
==> worst max path at each step <==
stage | startpoint | endpoint | slack, ns | depth (start not counted)
global route | pc_inst.pc[1] | pc[1] | 103.01 | 1
finish | pc_inst.pc[1] | pc[1] | 103.12 | 1
CTS | pc_inst.pc[1] | pc[1] | 103.00 | 1
==> cell type report <==
class / count / share of cell area
sequential: 16522 / 0.685
multi-input combinational: 10874 / 0.183
clock buffer: 2109 / 0.0626
tap: 16807 / 0.0291
timing repair buffer: 2542 / 0.0272
clock inverter: 962 / 0.0114
antenna: 380 / 0.00131
inverter: 44 / 0.000381
==> registers in the layout (all words and copies together), names as in the netlist <==
| register | count |
|---|---|
| dmem.memory | 16384 |
| regfile.reg_file | 128 |
| pc_inst.pc | 10 |
==> cells by family (layout without fill, tap and decap cells) <==
family / count (synthesis) / after routing
fa+ha+maj: 46 / 46
compound gates: 2550 / 2550
flops: 16522 / 16522
other cells: 0 / 380
buf+inv: 1886 / 5657
simple gates: 3707 / 3707
mux: 4505 / 4505
xor+xnor: 66 / 66
==> power groups by stage <==
stage                 Combinational [W]  Clock [W]  Sequential [W]
after CTS                    0.00000110    0.00471         0.00567
final                        0.00000102    0.00465         0.00567
after global routing         0.00000119    0.00490         0.00567
Power figures rest on the tool's default switching activity, not on a simulated workload.
